File: /design/flow/design.v
module patt(input clk, rst_b, i, output o);
    localparam S0=0, S1=1, S2=2, S3=3, S4=4;
    reg [2:0] st, st_nxt;
    always @(*) begin
        case(st)
            S0: st_nxt =(i)? S1 :S0;  
            S1: st_nxt =(i)? S1 :S2;  
            S2: st_nxt =(i)? S3 :S0; 
            S3: st_nxt =(i)? S4 :S1; 
            S4: st_nxt =(i)? S1 :S0; 
        endcase
    end
    assign o=(st==S4);
    always @(posedge clk, negedge rst_b) 
        if(!rst_b) st <= S0;
        else       st <= st_nxt;
endmodule
module patt_tb;
    reg clk, rst_b, i;
    wire o;
    patt i0(.clk(clk), .rst_b(rst_b), .i(i), .o(o));
    initial begin
        clk=0; repeat(20) #50 clk=~clk;
    end
    initial begin
        rst_b=0; #25 rst_b=1;
    end
    initial 
    begin
        i=1;
        #100 i=0;
        #100 i=1;
        #200 i=0;
        #100 i=1;
        #200;
    end
    initial begin
      #50
      $display("%d", o);
      #300 $display("%d", o);
      #100 $display("%d", o);
end
endmodule
File: /design/flow/run.sh
#!/bin/bash
# OpenROAD 26Q1-2900-gdf79404cd8, Yosys 0.63+post, stock flow scripts
make -C /OpenROAD-flow-scripts/flow DESIGN_CONFIG=/design/flow/config.mk WORK_HOME=/design/flow/orfs finish
File: /design/flow/config.mk
export PLATFORM = sky130hd
export DESIGN_NAME = patt
export DESIGN_NICKNAME = patt
export VERILOG_FILES = /design/flow/design.v
export SDC_FILE = /design/flow/constraint.sdc
export NUM_CORES = 4
export LEC_CHECK = 1
export CORE_AREA = 10 10 70 70
export DIE_AREA = 0 0 80 80
File: /design/flow/constraint.sdc
current_design patt

set clk_period 1.6
set clk_io_pct 0.2

create_clock -name clk0 -period $clk_period [get_ports {clk}]

set non_clock_inputs [all_inputs -no_clocks]
set_input_delay [expr $clk_period * $clk_io_pct] -clock clk0 $non_clock_inputs
set_output_delay [expr $clk_period * $clk_io_pct] -clock clk0 [all_outputs]
==> impl_metrics.ini <==
; implementation run metrics
[worst_setup_path]
critPathLaunchType = register
cp_slowest_cell = dfrtp_1
crit_type = reg -> out
crit_start = st[0]
crit_path_max_fanout = 2
cp.required_ns = 1.28
cp.arrival_ns = 0.89
crit_path_end_kind = output port
slowest_delay_ns = 0.37
crit_chain = nor3b_2 > dlymetal6s2s_1

[pwr]
combPwrFrac_pct = 4.5
netSwitchingPower_uw = 41.6
ir_drop_mv = 0.0740
power_density_nw_per_um2 = 672
power_frac_seq_pct = 35.3
p_leak_uw = 0.000145
p_sw_share_pct = 19.1
internal_power_uw = 176
clockPowerShare_pct = 60.1

[routing]
n_antenna_cell = 0
drc = 0
drt_pass1_iterations = 2
drtIter0Drc = 13
avgViaCountPerCell = 2.06
wirelength_um = 388
postRouteAntennaNets = 0
avgRoutedWirePerCell_um = 5.46
dr_total_vias = 146

[synth]
yosys_warnings = 1
syn-cell-area_um2 = 180
ys_chip_area_um2 = 180
netlist_instances = 15
synth-seq-cells = 6
ys_types = 10
syn_avg_cell_area_um2 = 12.0
ys_cells = 15

[floorplanning]
rows = 21
die_area_um2 = 6400
dieWidth_um = 80
fp-utilization_pct = 5.27
die_h_um = 80
core_um2 = 3420
io_pins = 4

[flow_run]
warnings = 25
max-cap-violations = 0

[grt]
track_usage_pct = 1.39
grt_overflow = 0
grt_max_degree = 5
grt_pass1_vias = 176
antenna_found_initial = 0
grt_pass1_wl_um = 724

[placement]
place.detailed.hpwl_um = 273
port_buffers = 3
gp_congestion = 0.664
dp.cells = 64

[cts]
clockBufferDepth = 2
cts_buffers = 3
ctsHtreeMaxLevel = 1
root_buffer = clkbuf_4
cts_tree = done
clk_pin_slew_worst_paths_ns = 0.04

[sta]
min_period_over_period_pct = 75.5
report.final.hold_viol_count = 0
untimed_endpoints = 6
max_freq_ghz = 0.827
slew-limit-headroom_pct = 89.4
unclocked_pins = 3
tightest_slew_ns = 0.159
fin_crit_ns = 1.21
setup_violations = 0
drv_slew = 0
setup_tns_ns = 0
rsz0062_at_grt = false

[final_layout]
stdcell_count = 71
drive_above_1_share_pct = 28.0
syn_to_final_growth_pct = 79.9
nFillCells = 395

[min_path]
hp-class = in -> async

[outcome]
outcome = finished clean
registers in the layout, indices dropped and copies added (netlist names):
register / flops
st: 3
st_nxt: 3
synth_stat cells:
cell type | n | area (µm²)
xnor2_1 | 1 | 8.76
dlxtn_1 | 3 | 45.0
dfrtp_1 | 3 | 75.1
o21a_1 | 1 | 7.51
inv_1 | 1 | 3.75
nand3b_1 | 2 | 15.0
a21oi_1 | 1 | 5.00
or3b_1 | 1 | 8.76
nor3b_1 | 1 | 7.51
nor2_1 | 1 | 3.75
critical path: cells and delay by family, from the launching register on:
family,cells,cell delay (ns)
buf+inv,1,0.11
flops,1,0.37
simple gates,1,0.17
path summary, 6_finish.rpt:
kind / end / cells past startpoint
max: o / 2
min: st[0] / 1
max in group asynchronous: st[2] / 1
min in group clk0: o / 2
metrics by stage:
stage	hold slack [ns]	util, %	power [µW]	cell area, µm²	worst slack [ns]
after floorplan	0.0244	-	80.3	180	0.766
after global placement	0.503	7.84	87.1	268	0.205
after detailed placement	0.511	7.84	87.8	268	0.168
after CTS	0.263	9.41	226	322	0.00457
after global routing	0.268	9.49	234	324	0.334
final	0.268	9.49	218	324	0.391
power groups by stage:
stage	sequential, µW	clock [µW]	combinational [µW]
CTS	77.0	139	10.0
global route	76.9	146	10.9
finish	77.0	131	9.84
metal layers:
layer,routed length (µm),global-route usage (%)
met1,174,1.40
met2,156,2.01
met3,57,1.14
met4,0,0.704
met5,0,0
placed cells by master, fill, tap and decap left out:
cell type	count
inv_1	1
a21oi_1	1
o21a_1	1
dfrtp_1	3
nand3b_1	2
clkbuf_4	3
dlxtn_1	3
dlymetal6s2s_1	1
nor2_1	1
clkbuf_1	1
buf_4	3
or3b_1	1
clkdlybuf4s50_1	2
nor3b_2	1
xnor2_1	1
what timing repair did:
item,CTS,global route
endpoints found under the hold margin,0,0
buffers inserted,3,0
pin swaps,0,1
endpoints found under the setup margin,1,1
resized,1,1
hold buffers,0,0
cells by family (layout without fill, tap and decap cells):
group,after synthesis,after routing,share of synthesized area [%]
and+or+nand+nor,5,5,19.4
DFF,3,3,41.7
latches,3,3,25.0
AOI/OAI and AO/OA,2,2,6.94
xor gates and xnor gates,1,1,4.86
buffers and inverters,1,11,2.08
cell type report:
class / instances / area (µm²) / share of cell area [%]
Tap cell: 46 / 57.6 / 17.8
Multi-Input combinational cell: 8 / 61.3 / 18.9
Timing Repair Buffer: 6 / 55.1 / 17.0
Inverter: 1 / 3.75 / 1.16
Sequential cell: 6 / 120 / 37.1
Clock buffer: 4 / 26.3 / 8.11
No activity file was given, so power comes from the tool's default toggle rates.
